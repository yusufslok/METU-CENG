==> /design/flow/design.v <==
`timescale 1ns / 1ps
module lab3_2(
			input[5:0] money,
			input CLK,
			input vm,  
			input [2:0] productID,  
			input sugar,  
			output reg [5:0] moneyLeft,
			output reg [4:0] itemLeft,
			output reg productUnavailable, 
			output reg insufficientFund ,  
			output reg notExactFund ,  
			output reg invalidProduct,  
			output reg sugarUnsuitable,  
			output reg productReady	 
	);
	reg [4:0] numOfSandwiches;
	reg [4:0] numOfChocolate;
	reg [4:0] numOfWaterVM1;
	reg [4:0] numOfWaterVM2;
	reg [4:0] numOfCoffee;
	reg [4:0] numOfTea;
	initial
	begin
		numOfSandwiches = 10;
		numOfChocolate = 10;
		numOfWaterVM1 = 5;
		numOfWaterVM2 = 10;
		numOfCoffee = 10;
		numOfTea = 10;
	end
	always @(posedge CLK)
	begin
		moneyLeft = money;
		itemLeft = 0;productUnavailable=0;insufficientFund=0;notExactFund=0;
		invalidProduct=0;sugarUnsuitable=0;productReady=0;
		if (productID == 5 || productID == 6 || productID == 7)
			invalidProduct = 1;
		else if(vm == 0 && (productID == 3 || productID == 4))
			invalidProduct = 1;
		else if(vm == 1 && (productID == 0 || productID == 1))
			invalidProduct = 1;
		else if(productID == 0 && numOfSandwiches == 0)
			productUnavailable = 1;
		else if(productID == 1 && numOfChocolate == 0)
			productUnavailable = 1;
		else if(vm == 0 && productID == 2 && numOfWaterVM1 == 0)
			productUnavailable = 1;
		else if(vm == 1 && productID == 2 && numOfWaterVM2 == 0)
			productUnavailable = 1;
		else if(productID == 3 && numOfCoffee == 0)
			productUnavailable = 1;
		else if(productID == 4 && numOfTea == 0)
			productUnavailable = 1;
		else if(productID == 2 && sugar)
			sugarUnsuitable = 1;
		else if(vm == 0 && productID == 0 && money != 20)
			notExactFund = 1;
		else if(vm == 0 && productID == 1 && money != 10)
			notExactFund = 1;
		else if(vm == 0 && productID == 2 && money != 5)
			notExactFund = 1;
		else if(vm == 1 && productID == 2 && money < 5)
			insufficientFund = 1;
		else if(vm == 1 && productID == 3 && money < 12)
			insufficientFund = 1;
		else if(vm == 1 && productID == 4 && money < 8)
			insufficientFund = 1;
		else if(vm == 0 && productID == 0)
			begin
			numOfSandwiches--;
			itemLeft = numOfSandwiches;
			productReady = 1;
			moneyLeft = 0;
			end
		else if(vm == 0 && productID == 1)
			begin
			numOfChocolate--;
			itemLeft = numOfChocolate;
			productReady = 1;
			moneyLeft = 0;
			end
		else if(vm == 0 && productID == 2)
			begin
			numOfWaterVM1--;
			itemLeft = numOfWaterVM1;
			productReady = 1;
			moneyLeft = 0;
			end
		else if(vm == 1 && productID == 2)
			begin
			numOfWaterVM2--;
			itemLeft = numOfWaterVM2;
			productReady = 1;
			moneyLeft = money - 5;
			end
		else if(vm == 1 && productID == 3)
			begin
			numOfCoffee--;
			itemLeft = numOfCoffee;
			productReady = 1;
			moneyLeft = money - 12;
			end
		else if(vm == 1 && productID == 4)
			begin
			numOfTea--;
			itemLeft = numOfTea;
			productReady = 1;
			moneyLeft = money - 8;
			end
	end
endmodule
==> /design/flow/run.sh <==
#!/bin/bash
# OpenROAD 26Q1-2900-gdf79404cd8, Yosys 0.63+post, stock flow scripts
make -C /OpenROAD-flow-scripts/flow DESIGN_CONFIG=/design/flow/config.mk WORK_HOME=/design/flow/orfs finish
==> /design/flow/config.mk <==
export PLATFORM = sky130hd
export DESIGN_NAME = lab3_2
export DESIGN_NICKNAME = lab3_2
export VERILOG_FILES = /design/flow/design.v
export SDC_FILE = /design/flow/constraint.sdc
export NUM_CORES = 4
export LEC_CHECK = 1
export CORE_UTILIZATION = 50
==> /design/flow/constraint.sdc <==
current_design lab3_2

set clk_period 4.8
set clk_io_pct 0.2

create_clock -name clk0 -period $clk_period [get_ports {CLK}]

set non_clock_inputs [all_inputs -no_clocks]
set_input_delay [expr $clk_period * $clk_io_pct] -clock clk0 $non_clock_inputs
set_output_delay [expr $clk_period * $clk_io_pct] -clock clk0 [all_outputs]
==> results.ini <==
[yosys]
synthesis.area_um2=2764
edf_count=30
topCellsByArea=edfxtp_1, dfxtp_1, ha_1, xor2_1, inv_1
number_of_distinct_standard_cells_referenced_by_the_synthesized_netlist=63
synth_seq_share=0.4491
postSynthRegisterBits=47
synth_warnings=1
post_synth_most_frequent_cells=edfxtp_1, inv_1, nor2_1
syn_avg_cell_area_um2=10.20
synth-async-reset-ratio=0
synthFlopType=edfxtp_1
top_cell_area_share=0.3259
syn_inst=271
most_repeated_cell_in_the_gate_level_netlist_after_synthesis=edfxtp_1
netlist.top_cell.by_area=edfxtp_1
yosys_cell_count=271
synth.yosys.chip_area_um2=2764

[critical_path]
timing_worst_setup_path_type=primary input to flop
path_max_fanout=21
worst_ep_arrival_time_ps=3510
timing.critical_path.required_ps=4740
reg2reg_setup_slack_ps=2160
category_of_the_worst_setup_path_capture_point=flop
worst_setup_path_start_kind=primary input

[floorplanning]
die_area_um2=5829
core_util_floorplan=0.5310
floorplan.io_pins=29
die-width_um=76.35
fp.dieH_um=76.35
core-area_um2=5205
num_rows=26

[pwr]
fraction_of_power_consumed_by_combinational_cells=0.131
internal_power_uw=601.4
power.share.sequential=0.560
power_switching_uw=182.2
finalPower_uw=783.6
power.density_nw_per_um2=245.4
p_clk_frac=0.309
power.leakage_nw=1.251
netSwitchingFraction=0.2325
ir_worst_vdd_uv=194.2

[cts]
insertion_delay_ps=300
tritoncts.num_buffers=5
post_cts.repair.setup_buffers=0
ctsHoldBuffers=0
cts_tree=yes
numClockSinks=47
path_clk_slew_ps=80
post_cts.resized_instances=0
clockRootBuffer=clkbuf_8
clock_path_buffers=2
cts.htree.levels=2

[final_timing]
max-slew-margin-rel=0.5138
finalClockSkew_ps=10.63
final-hold-violation-count=0
max_slew.worst_pin.slew_ps=723.8
timing.final.crit_period_ps=3571
final-setup-viol-count=0
final-max-slew-violation-count=0
grt_setup_unrepaired=no
hold_ws_ps=600.3
finalCritPeriodShare=0.7440
totalNegativeSetupSlack_ps=0
max_clock_freq_ghz=0.2800

[detailed_routing]
antenna_left=0
first_pass_iters=4
detail_route.vias_per_cell=5.612
detail_route.drc_violations=0
via_total_after_detailed_routing=2082
insertedDiodeCount=0
wl_per_cell_um=16.81
routed_wirelength_um=6235
drtIter0Drc=109

[cells_and_area]
final_area_um2=3193
flow.area_growth_from_synthesis_pct=15.53
area_of_all_sequential_standard_cells_um2=1241
layout.area.comb_um2=1348
post_route_cells_drive_above_1_share=0.1030
fillCellCount=440

[placement]
place_congestion=0.9238
port_buffers=28
placed_cell_area_um2=3098
detailedPlacementHpwl_um=4962

[run]
tool_warnings=32
cap_violations=0

[worst_hold_path]
worst_hold_path_type=flop to flop

[run_status]
outcome=completed

[global_routing]
global_route.overflow_total=0
maximum_number_of_pins_on_one_net_before_global_route_repair=22
grt_usage=0.2391
antenna_found_initial=0
grt_pass1_wl_um=10260
grt_pass1_vias=2041

## registers in the layout, indices dropped and copies added, names as in the netlist
name / count
insufficientFund: 1
invalidProduct: 1
itemLeft: 5
moneyLeft: 6
notExactFund: 1
numOfChocolate: 5
numOfCoffee: 5
numOfSandwiches: 5
numOfTea: 5
numOfWaterVM1: 5
numOfWaterVM2: 5
productReady: 1
productUnavailable: 1
sugarUnsuitable: 1
## cells in the final DEF, fill, tap and decap left out, types with 4 or more instances in the layout
master and instances:
dfxtp_1 17, xor2_1 15, a21oi_1 6, mux2i_1 4
o21ai_0 10, nor2b_1 6, nor3_1 11, o21ai_1 4
nor2_1 22, ha_1 15, clkdlybuf4s50_1 28, nand2b_1 5
nand2_1 13, inv_1 25, clkbuf_8 6, buf_4 5
a31oi_1 6, edfxtp_1 30
## power by group through the flow
stage,clock network (mW),registers (mW),logic (mW)
4_1_cts,0.251,0.439,0.103
5_1_grt,0.267,0.440,0.113
6_report,0.242,0.439,0.103
## metal layers
layer / vias up / GRT usage / routed length [um]
met5: - / 0 / 0
met4: 0 / 0.03654 / 93
met3: 7 / 0.04866 / 450
met2: 70 / 0.3631 / 2818
met1: 965 / 0.3845 / 2873
li1: 1040 / - / -
## cell families after synthesis
group,synth area share
and+or+nand+nor,0.2051
AOI/OAI and AO/OA,0.1462
DFF,0.4491
buffers and inverters,0.06337
xor gates and xnor gates,0.05387
adders and majority gates,0.06790
muxes,0.01449
## critical path: stages
cell,delay (ps)
clkdlybuf4s50_1,930
or4b_1,410
o22ai_2,160
nor3_4,270
nand4_4,230
nor3_1,550
## metrics by stage
stage                     cells  setup WS (ps)  utilization
final                       371           1229       0.6135
after global routing        371           1019       0.6135
after CTS                   371           1259       0.6135
after detailed placement    363          930.9       0.5952
after global placement      363           1005       0.5952
after floorplan             271           1806            -
## final cells by class
class	count	share of cell area
Tap cell	70	0.02743
Clock buffer	7	0.02704
Sequential cell	47	0.3887
Clock inverter	1	0.002743
Inverter	27	0.03252
Timing Repair Buffer	33	0.09953
Multi-Input combinational cell	186	0.4220
## worst paths after layout
check | from | depth (start not counted) | endpoint
worst max register to register | numOfWaterVM2[0] | 7 | numOfSandwiches[4]
worst min register to register | numOfChocolate[0] | 1 | numOfChocolate[0]
worst max-delay path | vm | 6 | numOfSandwiches[4]
worst min-delay path | numOfChocolate[0] | 1 | numOfChocolate[0]
Power figures rest on the tool's default switching activity, not on a simulated workload.
