==> flow/design.v <==
`timescale 1ns / 1ps
module ROM (
input [2:0] addr,
output reg [7:0] dataOut);
	initial begin
	dataOut = 0;
	end
	always @* begin
	if(addr == 0) dataOut = 0;
	else if(addr == 1)
		dataOut = 85;
	else if(addr == 2)
		dataOut = 170;
	else if(addr == 3)
		dataOut = 51;
	else if(addr == 4)
		dataOut = 204;
	else if(addr == 5)
		dataOut = 15;
	else if(addr == 6)
		dataOut = 240;
	else if(addr == 7)
		dataOut = 255;
	end
endmodule
module Difference_RAM (
input mode,
input [2:0] addr,
input [7:0] dataIn,
input [7:0] mask,
input CLK,
output reg [7:0] dataOut);
reg [7:0] mem [7:0];
	initial begin
	dataOut = 0;
	mem[0]=0;mem[1]=0;mem[2]=0;mem[3]=0;mem[4]=0;mem[5]=0;mem[6]=0;mem[7]=0;
	end
	always@(posedge CLK) begin
	if(mode == 0) begin
	if(dataIn>=mask)
	mem[addr] = dataIn-mask;
	else
	mem[addr] = mask-dataIn;
	end
	end
	always @* begin
	if(mode == 1)begin
	dataOut = mem[addr];
	end
	end
endmodule
module EncodedMemory (
input mode,
input [2:0] index,
input [7:0] number,
input CLK,
output [7:0] result);
	wire [7:0] mask;
	ROM R(index, mask);
	Difference_RAM DR(mode, index, number, mask, CLK, result);
endmodule
==> flow/run.sh <==
#!/bin/bash
# OpenROAD 26Q1-2900-gdf79404cd8, Yosys 0.63+post, stock flow scripts
make -C /OpenROAD-flow-scripts/flow DESIGN_CONFIG=/design/flow/config.mk WORK_HOME=/design/flow/orfs finish
==> flow/config.mk <==
export PLATFORM = sky130hd
export DESIGN_NAME = EncodedMemory
export DESIGN_NICKNAME = EncodedMemory
export VERILOG_FILES = /design/flow/design.v
export SDC_FILE = /design/flow/constraint.sdc
export NUM_CORES = 4
export LEC_CHECK = 1
export CORE_UTILIZATION = 40
==> flow/constraint.sdc <==
current_design EncodedMemory

set clk_period 6.6
set clk_io_pct 0.2

create_clock -name clk0 -period $clk_period [get_ports {CLK}]

set non_clock_inputs [all_inputs -no_clocks]
set_input_delay [expr $clk_period * $clk_io_pct] -clock clk0 $non_clock_inputs
set_output_delay [expr $clk_period * $clk_io_pct] -clock clk0 [all_outputs]
==> run summary <==
Implementation numbers.

- The final number of max-transition violations is 0.
- The area of placed instances is 3810 sq um.
- The largest fanout on the critical path is 25.
- The final timing report counts setup violations totalling 0.
- The routed design uses 2880 um of met2 wire.
- Total global-route track usage over all layers is 0.160.
- Per the OpenROAD floorplan log, the height of the die is 94.6 um.
- The upper clock frequency limit is 199 MHz.
- The critical path endpoint has a required time of 6.66 ns.
- The detailed router put a total of 2570 um of wire on met1.
- The count of unclocked register or latch pins is 16.
- The synthesized-area fraction occupied by adder cells is 0.0692.
- Yosys mapped the design onto 33 distinct sky130hd cell types.
- The global route stage reports its total congestion overflow as 0.
- The count of boundary I/O pins is 21.
- Per the synthesis report, the simple-gate share of the synthesized area is 0.0386.
- The final HPWL from detailed placement is 4140 um.
- The count of max-cap constraint violations is 0.
- The average footprint of a synthesized cell is 15.6 sq um.
- The library cells used most frequently in the layout, excluding fill and tap cells, are edfxtp_1 (64), clkdlybuf4s50_1 (20), inv_1 (19), mux4_2 (16), ha_1 (15).
- The maximum level of the CTS H-tree is 3.
- The first global-routing pass estimated 9600 um of wire.
- The smallest clock period supported by the final layout is computed as 5.02 ns.
- The number of buffers inserted to repair setup after CTS is 0.
- The final non-filler cell total is 367.
- The routed via count divided by cell count is 4.98.
- According to the report, the first pass of detailed routing completed in 4 iterations.
- In this run, the synthesized area fraction spent on xor and xnor cells is recorded as 0.0204.
- Grouping non-sequential cells by family puts the most area in multiplexers.
- The number of global-route vias before repair came to 1932.
- The power density of the placed cells is 242 nW/um^2.
- The flow measured a signed area growth from synthesis to layout of 17.5%.
- Once layout is done, the placed cells without fillers occupy 4040 sq um.
- On the critical path the data arrives at 5.07 ns.
- The synthesized instance count is 220.
- The synthesized area is 3430 sq um.
- CTS added clock buffers totalling 9.
- In this run, the synthesized area fraction spent on AND-OR/OR-AND gates is recorded as 0.0492.
- The post-cts gate resize count is 0.
- The min-delay analysis places its worst path in the category primary input to register.
- The routed layout has 1826 vias.
- The clock transition at the registers of the reported paths is 0.07 ns.
- The type of element launching the critical path is a primary input.
- The slowest stage of the critical path belongs to the cell a2111oi_4.
- Setup repair after global routing left no endpoint under its margin.
- The initial antenna violation count is 0.
- The standard-cell row count is 33.
- The final weighted congestion recorded by global placement is 0.831.
- The summed negative setup slack over all endpoints is 0 ns.
- The clock root buffer is clkbuf_8.
- Summed over all cells, the static leakage comes to 1.53 nW.
- The max-slew check reports its worst relative slack as 0.463.
- Port buffering added 20 buffers.
- The initial detailed-routing violation count is 80.
- TritonRoute output was used to compute an average wire per cell of 16.9 um.
- The minimum hold slack is 2.04 ns.
- The portion of synthesized area spent on multiplexers is 0.152.
- The placeable core area is 8260 sq um.
- The final routed wirelength across all metal layers is 6190 um.
- The number of hold-repair buffers added at the cts stage is 0.
- The post-detailed-route DRC marker count is 0.
- Synthesis inferred 80 register bits.
- According to the floorplan report, the die width is 94.6 um.
- The cell class contributing the biggest share of worst-path delay is AND-OR/OR-AND gates.
- The count of antenna-violating nets left after detailed routing is 0.
- The top layer reached by signal wires is met4.
- The chip occupies 8960 sq um.
- TritonCTS built the clock tree.
- Counting tap cells, the placed design contains a total of 351 instances.
- CTS reports a maximum clock tree buffer depth of 2.
- The flow ran to the end, and the final reports show no timing, DRC or antenna violations.
- The final hold violation count recorded for this run is 0.
- The routed wire length on met3 is 609 um.
- The total cell area reported by yosys after synthesis is 3430 sq um.
- 24 endpoints have no timing constraint.
- The worst setup path is captured at a register.
- The final cycle utilization of the critical path is 0.760.
- The number of warnings in the stage logs is 32.
- After layout, the design draws a total of 0.975 mW.
- By startpoint and endpoint, the worst setup path is classified as primary input to register.
- The number of cells reported by Yosys stat comes to 220.
- The maximum number of pins on one net before global-route repair is 26.
- The number of buffers and inverters on the critical path is 3.
- Leaving out fill and tap cells, the most frequent cell in the layout is edfxtp_1.
- The starting density of the core is 0.416.
- The peak ir drop on the vdd network is 0.118 mV.
- For reference, the critical path cell chain is clkdlybuf4s50_1, buf_4, inv_1, nand2_1, xnor2_1, dlxtn_1, ha_1, a21oi_2, a31oi_1, o211a_1, a2111oi_4, mux2i_1, xor2_1.
- Per STA, the highest per-stage delay on the worst path measures 0.56 ns.
- Per the final layout report, the fraction of cells sized above drive strength 1 comes to 0.206.
- The pin closest to its max-slew limit shows a slew of 0.800 ns.
- The antenna diode instance count is 0.
- The number of warnings printed during yosys synthesis is 2.
[sequential cells by signal, summed over array words and instances (netlist names)]
name,flops
R.dataOut,8
DR.dataOut,8
DR.mem,64
[stage by stage]
stage          utilization  setup WS (ns)
6_report             0.489           1.58
5_1_grt              0.489           1.25
4_1_cts              0.489           1.57
3_5_place_dp         0.462           1.24
3_3_place_gp         0.462           1.27
2_1_floorplan            -           1.91
[layer usage]
layer	vias up	global-route usage
met2	76	0.237
li1	884	-
met4	0	0.0354
met5	-	0
met1	856	0.224
met3	10	0.0858
[area by class of cell]
cell class | instances | area, sq um
clock buffers | 9 | 124
clock inverters | 7 | 96.3
fillers | 732 | 4220
inverters | 19 | 71.3
multi-input cells | 115 | 1160
flip-flops and latches | 80 | 2160
well taps | 105 | 131
repair buffers | 32 | 290
[synth_stat cells (all sizes together)]
library cell	n	area [sq um]
mux2i	7	70.1
nand4	1	6.26
xnor2	4	35.0
fa	2	40.0
clkbuf	9	33.8
inv	19	71.3
xor2	4	35.0
nor3	4	20.0
mux4	16	360
dlxtp	8	120
conb	1	3.75
buf	4	32.5
nand3b	2	15.0
maj3	1	10.0
nor2b	1	6.26
a31oi	4	25.0
dlxtn	8	120
nand2b	2	12.5
ha	15	188
nand2	9	33.8
o21ai	6	30.0
a21o	4	30.0
o211a	1	10.0
mux2	8	90.1
a221oi	2	17.5
nor2	6	22.5
a2111oi	1	27.5
and4	1	10.0
a21oi	5	28.8
edfxtp	64	1920
nor4	1	6.26
[path summary, 6_finish.rpt]
kind	from	endpoint	slack [ns]	cells after the start
worst max-delay path	index[0]	DR.mem[5][5]	1.58	13
worst min-delay path	mode	DR.mem[1][2]	2.04	3
[where the power goes]
group	internal (mW)	switching [mW]	total [mW]
Combinational	0.0533	0.0701	0.123
Clock	0.212	0.145	0.357
Sequential	0.490	0.00394	0.494
Total	0.756	0.219	0.975
[worst min-delay path, cell delays in order]
cell             delay, ns
clkdlybuf4s50_1       0.46
buf_4                 0.21
nor3_1                0.17
[cells by family after synthesis]
kind of cell             after synthesis
flip-flops                            64
buffers and inverters                 32
multiplexers                          31
AND/OR/NAND/NOR                       27
AND-OR/OR-AND                         23
adder cells (fa/ha/maj)               18
latches                               16
XOR/XNOR                               8
other                                  1
Power is estimated from default activity; no workload was simulated.
