**flow/config.mk**
```make
export PLATFORM = sky130hd
export DESIGN_NAME = SelectionOfAvatar
export DESIGN_NICKNAME = SelectionOfAvatar
export VERILOG_FILES = /design/flow/design.v
export SDC_FILE = /design/flow/constraint.sdc
export NUM_CORES = 4
export LEC_CHECK = 1
export CORE_UTILIZATION = 40
```
**flow/constraint.sdc**
```tcl
current_design SelectionOfAvatar

set clk_period 8.6
set clk_io_pct 0.2

create_clock -name clk0 -period $clk_period [get_ports {CLK}]

set non_clock_inputs [all_inputs -no_clocks]
set_input_delay [expr $clk_period * $clk_io_pct] -clock clk0 $non_clock_inputs
set_output_delay [expr $clk_period * $clk_io_pct] -clock clk0 [all_outputs]
```
**flow/design.v**
```verilog
`timescale 1ns / 1ps
module SelectionOfAvatar(
	input [1:0] mode,
	input [5:0] userID,
	input [1:0] candidate,  
	input CLK,
	output reg [1:0] ballotBoxId,
	output reg [5:0] numberOfRegisteredVoters,
	output reg [5:0] numberOfVotesWinner,  
	output reg [1:0] WinnerId,
	output reg AlreadyRegistered,
	output reg AlreadyVoted,
	output reg NotRegistered,
	output reg VotingHasNotStarted,
	output reg RegistrationHasEnded
 	);
	reg [1:0] mem [3:0][15:0];
	integer a;
	integer j;
	integer i;
	reg [7:0] cs [3:0];
	initial begin
		numberOfRegisteredVoters=0;
		AlreadyRegistered=0;
		AlreadyVoted=0;
		NotRegistered=0;
		VotingHasNotStarted=0;
		RegistrationHasEnded=0;
		WinnerId=0;
		numberOfVotesWinner=0;
		i=1;
		cs[0] = 0;cs[1] = 0;cs[2] = 0;cs[3] = 0;
		for(j=0;j<4;j++)begin
			for(a=0;a<16;a++)begin
				mem[j][a] = 0;
			end
		end
	end
	always @(posedge CLK)
	begin
		AlreadyRegistered=0;
		AlreadyVoted=0;
		NotRegistered=0;
		VotingHasNotStarted=0;
		RegistrationHasEnded=0;
		if(userID <= 15) ballotBoxId = 0;		
			else if(userID <= 31) ballotBoxId = 1;
			else if(userID <= 47) ballotBoxId = 2;
			else if(userID <= 63) ballotBoxId = 3;
		if(i<=100 && mode == 0)begin
			if(mem[ballotBoxId][userID-ballotBoxId*16] == 0) begin 
				mem[ballotBoxId][userID-ballotBoxId*16] = 1;
				numberOfRegisteredVoters++;
			end
			else AlreadyRegistered = 1;
		end
		else if(i<=100 && mode == 1) begin
			VotingHasNotStarted = 1;
		end
		else if(i<=200 && mode == 1)begin
			if(mem[ballotBoxId][userID-ballotBoxId*16] == 1) begin 
				cs[candidate]++;
				mem[ballotBoxId][userID-ballotBoxId*16]++;
			end
			else if(mem[ballotBoxId][userID-ballotBoxId*16] == 2) AlreadyVoted = 1;
			else if(mem[ballotBoxId][userID-ballotBoxId*16] == 0)  NotRegistered = 1;
		end
		else if(i<=200 && mode == 0) RegistrationHasEnded = 1;
		else if(i>200)begin
			for(a=0;a<4;a++)begin
				if(cs[a] > numberOfVotesWinner)begin
					numberOfVotesWinner = cs[a];
					WinnerId = a;
				end
			end
		end
		i++;
	end
endmodule
```
**flow/run.sh**
```bash
#!/bin/bash
# OpenROAD 26Q1-2900-gdf79404cd8, Yosys 0.63+post, stock flow scripts
make -C /OpenROAD-flow-scripts/flow DESIGN_CONFIG=/design/flow/config.mk WORK_HOME=/design/flow/orfs finish
```
==> job_summary.md <==
## Implementation flow summary

| Metric | Value |
|---|---|
| CTS buffer count | 24 |
| R2R Path Start | numberOfVotesWinner[1] |
| Setup_tns | 0 ps |
| Max cap viols | 0 |
| Synthesized area | 9990 um^2 |
| Min-delay worst type | reg -> reg |
| Layout Skew | 21.4 ps |
| Fraction of registers with async set or reset after synthesis | 0% |
| Delay-heaviest family, CP | AND-OR/OR-AND gates |
| # fillers | 2172 |
| Die area | 25600 um^2 |
| Vias per Instance | 5.61 |
| Synth top cells by count | 174 x edfxtp_1, 105 x nand2_1, 85 x a21oi_1, 50 x nor2_1, 47 x clkbuf_1 |
| # setup viols final | 0 |
| Chip area in the Yosys report | 9990 um^2 |
| WP data arrival | 8140 ps |
| Final wirelength | 23.0 mm |
| Die W | 160 um |
| Cells after Synth | 847 |
| Final GP Congestion | 0.912 |
| Max Root-Sink Buffers | 3 |
| Final Cycle Share | 91.4% |
| Gr ovfl total | 0 |
| R2r endpoint | numberOfVotesWinner[0] |
| Largest area contributor in the netlist | edfxtp_1 |
| Worst Hold Launch | i[0] |
| CP Capture Type | register |
| Worst Hold Depth | 1 |
| Unique masters post-synth | 67 |
| Largest net degree at the start of global routing | 65 |
| CTS H-tree lvls | 1 |
| Main flop type after synthesis | edfxtp_1 |
| First-pass GRT wire length | 37.3 mm |
| Worst-Margin Slew | 894 ps |
| Post CTS Setup Buffer Count | 0 |
| Num Clock Sinks | 213 |
| # resized after CTS | 0 |
| Status | completed |
| Synth flops | 213 |
| Antenna Nets Post-Route | 0 |
| Layout area overhead | 14.9% |
| RSZ-0062 raised after global routing | false |
| Clk Latency, worst-skew pair | 520 ps |
| Cell with the most instances after synthesis | edfxtp_1 |
| 1st-iter DRT viols | 540 |
| FF/Latch Area | 6010 um^2 |
| Initial antenna violation count | 0 |
| Max-area cell share | 52.3% |
| Slew headroom | 39.6% |
| Final Non-Filler Cells | 1221 |
| Wire length per cell | 18.8 um |
| Hold Path Sink | i[0] |
| Ports | 32 |
| PD cells | 191 nW/um^2 |
| CTS tree | done |
| Tally of yosys warning messages | 3 |
| Syn avg cell area | 11.8 um^2 |
| Dpl hpwl | 14.9 mm |
| Most frequent CP cell | ha_1 |
| WS Path Type | reg -> reg |
| Post-synth EDFFs | 174 |
| Die Y | 160 um |
| Clk root buf | clkbuf_16 |
| Leakage | 3.68 nW |
| Endpoints failing hold | 0 |
| Drt pass-1 iters | 5 |
| Seq/Total Area, Yosys | 60.1% |
| Worst path buffer plus inverter count | 2 |
| CP Launch Type | register |
| Tool warning count | 28 |
| Peak supply drop | 0.0971 mV |
| FP Util | 41.0% |
| Max-slew violations | 0 |
| Ratio of cells with drive above 1 in the final layout | 10.6% |
| Drc violations | 0 |
| Site Rows | 57 |
| CP required | 8870 ps |
| Tot GR Track Use | 19.7% |
| Core Region | 24400 um^2 |
| Number of global-route vias before repair | 6852 |
| Crit Path Max Fanout | 11 |
| Maximum clock rate | 0.127 GHz |
| Cts hold-fix bufs | 0 |
| Reg2Reg Depth | 29 |
| Placed Instances | 1183 |
| Final Critical Period | 7860 ps |
| Logic area | 3740 um^2 |
| Via count | 6851 |
| Critical path's largest stage delay | 690 ps |
| Yosys cell count | 847 |
| R2R setup slack | 740 ps |
| Biggest area cells | edfxtp_1 52%, dfxtp_1 7.8%, a21oi_1 4.3% |
| # diodes | 0 |
| Worst-path clk slew | 60 ps |
| Slowest-stage cell, CP | mux2i_1 |
| I/O Buffers | 31 |
## stage by stage
stage / setup slack (ps) / hold WS (ps) / total power, mW / util, % / cell area [um^2]
finish: 738 / 427 / 2.19 / 47.1 / 11500
global route: 96.6 / 448 / 2.27 / 47.1 / 11500
CTS: 871 / 428 / 2.22 / 47.1 / 11500
detailed placement: 897 / 415 / 1.30 / 44.2 / 10800
global placement: 1000 / 406 / 1.30 / 44.2 / 10800
floorplan: 1760 / 393 / 1.24 / - / 9990
## per-layer routing
metal  share of wire (%)  track usage (%)
met5                   0                0
met4                 2.0             3.25
met3                 9.0             8.31
met2                  43             27.1
met1                  46             31.6
## power by group
part	total, mW	switching (mW)	internal [mW]
clock network	0.918	0.384	0.534
registers	1.15	0.00252	1.15
logic	0.125	0.0916	0.0338
## registers in the layout, summed over array words and instances (netlist names)
| signal | cells |
|---|---|
| mem | 128 |
| cs | 32 |
| i | 32 |
| numberOfRegisteredVoters | 6 |
| numberOfVotesWinner | 6 |
| WinnerId | 2 |
| ballotBoxId | 2 |
| AlreadyRegistered | 1 |
| AlreadyVoted | 1 |
| NotRegistered | 1 |
| RegistrationHasEnded | 1 |
| VotingHasNotStarted | 1 |
## cells by family (layout without fill, tap and decap cells)
kind of cell | after synthesis | in the layout | synth area share [%]
adder cells (fa/ha/maj) | 29 | 29 | 3.63
AND/OR/NAND/NOR | 271 | 271 | 13.3
multiplexers | 21 | 21 | 3.29
buffers and inverters | 75 | 125 | 2.82
flip-flops | 213 | 213 | 60.1
XOR/XNOR | 40 | 40 | 3.51
AND-OR/OR-AND | 198 | 198 | 13.3
## layout make-up
class / instances / area share (%)
multi-input combinational: 559 / 32.6
timing repair buffer: 60 / 4.60
inverter: 27 / 0.883
clock buffer: 27 / 5.33
tap: 324 / 3.53
clock inverter: 11 / 0.752
sequential: 213 / 52.3
## how the worst max path moves through the flow
stage	startpoint	endpoint	slack [ps]	cells past startpoint
4_1_cts	numberOfVotesWinner[1]	numberOfVotesWinner[0]	870	29
5_1_grt	cs[0][1]	numberOfVotesWinner[0]	100	28
6_report	numberOfVotesWinner[1]	numberOfVotesWinner[0]	740	29
## layout by cell type, fill, tap and decap left out, drive strengths merged, types with 12 or more instances in the layout
master / n
nand2: 106
nor3: 12
buf: 29
dfxtp: 39
nand4: 15
inv: 27
a22oi: 26
edfxtp: 174
clkdlybuf4s50: 31
clkbuf: 27
nor2: 50
a21oi: 85
o21ai: 15
ha: 29
nand3: 34
xnor2: 29
Power is estimated from default activity; no workload was simulated.
